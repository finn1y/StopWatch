$ cat design.v
 module BCDEncoder(
    input [7:0] BinaryIn,
    output reg [11:0] BCDOut
    );
reg [3:0] i;   
always @(BinaryIn)
  begin
		BCDOut = 0; 
		for (i = 4'd0; i < 4'd8; i = i+4'd1) begin
		 BCDOut = {BCDOut[10:0],BinaryIn[7-i]}; 
		 if(i < 7 && BCDOut[3:0] > 4) 
			  BCDOut[3:0] = BCDOut[3:0] + 4'd3;
		 if(i < 7 && BCDOut[7:4] > 4)
			  BCDOut[7:4] = BCDOut[7:4] + 4'd3;
		 if(i < 7 && BCDOut[11:8] > 4)
			  BCDOut[11:8] = BCDOut[11:8] + 4'd3;  
		end
end     
endmodule
module BCDToSevenSeg(
	input [3:0] BCD_in,
	input dp,
	output [7:0] SevenSeg_out
);
assign SevenSeg_out[0] = ~(~BCD_in[3] & BCD_in[1] | ~BCD_in[3] & BCD_in[2] & BCD_in[0] | ~BCD_in[2] & ~BCD_in[1] & ~BCD_in[0] | BCD_in[3] & ~BCD_in[2] & ~BCD_in[1]);
assign SevenSeg_out[1] = ~(~BCD_in[3] & ~BCD_in[2] | ~BCD_in[3] & ~BCD_in[1] & ~BCD_in[0] | ~BCD_in[3] & BCD_in[1] & BCD_in[0] | BCD_in[3] & ~BCD_in[2] & ~BCD_in[1]);
assign SevenSeg_out[2] = ~(~BCD_in[3] & BCD_in[2] | ~BCD_in[3] & ~BCD_in[2] & BCD_in[0] | ~BCD_in[2] & ~BCD_in[1] & ~BCD_in[0] | BCD_in[3] & ~BCD_in[2] & ~BCD_in[1]);
assign SevenSeg_out[3] = ~(~BCD_in[3] & BCD_in[2] & ~BCD_in[1] & BCD_in[0] | BCD_in[3] & ~BCD_in[2] & ~BCD_in[1] | ~BCD_in[3] & BCD_in[1] & ~BCD_in[0] | ~BCD_in[3] & ~BCD_in[2] & ~BCD_in[0] | ~BCD_in[3] & ~BCD_in[2] & BCD_in[1]);
assign SevenSeg_out[4] = ~(~BCD_in[3] & BCD_in[1] & ~BCD_in[0] | ~BCD_in[2] & ~BCD_in[1] & ~BCD_in[0]);
assign SevenSeg_out[5] = ~(BCD_in[3] & ~BCD_in[2] & ~BCD_in[1] | ~BCD_in[3] & BCD_in[2] & ~BCD_in[0] | ~BCD_in[3] & BCD_in[2] & ~BCD_in[1] | ~BCD_in[3] & ~BCD_in[1] & ~BCD_in[0]);
assign SevenSeg_out[6] = ~(BCD_in[3] & ~BCD_in[2] & ~BCD_in[1] | ~BCD_in[3] & BCD_in[2] & ~BCD_in[1] | ~BCD_in[3] & ~BCD_in[2] & BCD_in[1] | ~BCD_in[3] & BCD_in[1] & ~BCD_in[0]);
assign SevenSeg_out[7] = dp;
endmodule 
module ClockDivider50MHzTo100Hz (
	input CLK_50_MHz,
	input reset_n,
	output reg CLK_100Hz
);
wire [17:0] counter_out;
wire ff_out;
Counter18Bit counter(
	CLK_50_MHz,
	reset_n,
	counter_out
);
wire [17:0] comparator_bus = counter_out ~^ 18'd249999;
wire comparator = comparator_bus[0] & comparator_bus[1] & comparator_bus[2] & comparator_bus[3] &
						comparator_bus[4] & comparator_bus[5] & comparator_bus[6] & comparator_bus[7] &
						comparator_bus[8] & comparator_bus[9] & comparator_bus[10] & comparator_bus[11] &
						comparator_bus[12] & comparator_bus[13] & comparator_bus[14] & comparator_bus[15] &
						comparator_bus[16] & comparator_bus[17];
JKFlipFlop ff(
	CLK_50_MHz,
	comparator,
	comparator,
	~reset_n,
	ff_out
);
wire CLK_out;
Mux rst_mux(
	{ff_out, 1'b0},
	reset_n,
	CLK_out
);
always @(posedge CLK_50_MHz) begin
	CLK_100Hz <= CLK_out;
end
endmodule
module Counter18Bit(
	input CLK,
	input rst_n,
	output [17:0] out
);
wire [17:0] ff_out;
wire [15:0] ff_in;
wire rst;
JKFlipFlop ff0(
	CLK,
	1'b1,
	1'b1,
	rst,
	ff_out[0]
);
JKFlipFlop ff1(
	CLK,
	ff_out[0],
	ff_out[0],
	rst,
	ff_out[1]
);
assign ff_in[0] = ff_out[1] & ff_out[0];
JKFlipFlop ff2(
	CLK,
	ff_in[0],
	ff_in[0],
	rst,
	ff_out[2]
);
assign ff_in[1] = ff_in[0] & ff_out[2];
JKFlipFlop ff3(
	CLK,
	ff_in[1],
	ff_in[1],
	rst,
	ff_out[3]
);
assign ff_in[2] = ff_in[1] & ff_out[3];
JKFlipFlop ff4(
	CLK,
	ff_in[2],
	ff_in[2],
	rst,
	ff_out[4]
);
assign ff_in[3] = ff_in[2] & ff_out[4];
JKFlipFlop ff5(
	CLK,
	ff_in[3],
	ff_in[3],
	rst,
	ff_out[5]
);
assign ff_in[4] = ff_in[3] & ff_out[5];
JKFlipFlop ff6(
	CLK,
	ff_in[4],
	ff_in[4],
	rst,
	ff_out[6]
);
assign ff_in[5] = ff_in[4] & ff_out[6];
JKFlipFlop ff7(
	CLK,
	ff_in[5],
	ff_in[5],
	rst,
	ff_out[7]
);
assign ff_in[6] = ff_in[5] & ff_out[7];
JKFlipFlop ff8(
	CLK,
	ff_in[6],
	ff_in[6],
	rst,
	ff_out[8]
);
assign ff_in[7] = ff_in[6] & ff_out[8];
JKFlipFlop ff9(
	CLK,
	ff_in[7],
	ff_in[7],
	rst,
	ff_out[9]
);
assign ff_in[8] = ff_in[7] & ff_out[9];
JKFlipFlop ff10(
	CLK,
	ff_in[8],
	ff_in[8],
	rst,
	ff_out[10]
);
assign ff_in[9] = ff_in[8] & ff_out[10];
JKFlipFlop ff11(
	CLK,
	ff_in[9],
	ff_in[9],
	rst,
	ff_out[11]
);
assign ff_in[10] = ff_in[9] & ff_out[11];
JKFlipFlop ff12(
	CLK,
	ff_in[10],
	ff_in[10],
	rst,
	ff_out[12]
);
assign ff_in[11] = ff_in[10] & ff_out[12];
JKFlipFlop ff13(
	CLK,
	ff_in[11],
	ff_in[11],
	rst,
	ff_out[13]
);
assign ff_in[12] = ff_in[11] & ff_out[13];
JKFlipFlop ff14(
	CLK,
	ff_in[12],
	ff_in[12],
	rst,
	ff_out[14]
);
assign ff_in[13] = ff_in[12] & ff_out[14];
JKFlipFlop ff15(
	CLK,
	ff_in[13],
	ff_in[13],
	rst,
	ff_out[15]
);
assign ff_in[14] = ff_in[13] & ff_out[15];
JKFlipFlop ff16(
	CLK,
	ff_in[14],
	ff_in[14],
	rst,
	ff_out[16]
);
assign ff_in[15] = ff_in[14] & ff_out[16];
JKFlipFlop ff17(
	CLK,
	ff_in[15],
	ff_in[15],
	rst,
	ff_out[17]
);
assign out = {ff_out[17], ff_out[16], ff_out[15], ff_out[14], ff_out[13], ff_out[12], ff_out[11], ff_out[10],
				ff_out[9], ff_out[8], ff_out[7], ff_out[6], ff_out[5], ff_out[4], ff_out[3], ff_out[2], ff_out[1], ff_out[0]};
wire max_val = ff_out[17] & ff_out[16] & ff_out[15] & ff_out[14] & ff_out[12] & ff_out[7] & ff_out[4];
Mux rst_mux(
	{max_val, 1'b1},
	rst_n,
	rst
);
endmodule 
module Counter59(
	input CLK,
	input rst_n,
	output [5:0] out
);
wire [5:0] ff_out;
wire [5:0] ff_out_n;
JKFlipFlop ff0(
	CLK,
	1'b1,
	1'b1,
	~rst_n,
	ff_out[0],
	ff_out_n[0]
);
JKFlipFlop ff1(
	ff_out_n[0],
	1'b1,
	1'b1,
	~rst_n,
	ff_out[1],
	ff_out_n[1]
);
JKFlipFlop ff2(
	ff_out_n[1],
	1'b1,
	1'b1,
	~rst_n,
	ff_out[2],
	ff_out_n[2]
);
JKFlipFlop ff3(
	ff_out_n[2],
	1'b1,
	1'b1,
	~rst_n,
	ff_out[3],
	ff_out_n[3]
);
JKFlipFlop ff4(
	ff_out_n[3],
	1'b1,
	1'b1,	
	~rst_n,
	ff_out[4],
	ff_out_n[4]
);
JKFlipFlop ff5(
	ff_out_n[4],
	1'b1,
	1'b1,
	~rst_n,
	ff_out[5],
	ff_out_n[5]
);
assign out = {ff_out[5], ff_out[4], ff_out[3], ff_out[2], ff_out[1], ff_out[0]};
endmodule 
module Counter99(
	input CLK,
	input rst_n,
	output [6:0] out
);
wire [6:0] ff_out;
wire [6:0] ff_out_n;
JKFlipFlop ff0(
	CLK,
	1'b1,
	1'b1,
	~rst_n,
	ff_out[0],
	ff_out_n[0]
);
JKFlipFlop ff1(
	ff_out_n[0],
	1'b1,
	1'b1,
	~rst_n,
	ff_out[1],
	ff_out_n[1]
);
JKFlipFlop ff2(
	ff_out_n[1],
	1'b1,
	1'b1,
	~rst_n,
	ff_out[2],
	ff_out_n[2]
);
JKFlipFlop ff3(
	ff_out_n[2],
	1'b1,
	1'b1,
	~rst_n,
	ff_out[3],
	ff_out_n[3]
);
JKFlipFlop ff4(
	ff_out_n[3],
	1'b1,
	1'b1,	
	~rst_n,
	ff_out[4],
	ff_out_n[4]
);
JKFlipFlop ff5(
	ff_out_n[4],
	1'b1,
	1'b1,
	~rst_n,
	ff_out[5],
	ff_out_n[5]
);
JKFlipFlop ff6(
	ff_out_n[5],
	1'b1,
	1'b1,
	~rst_n,
	ff_out[6],
	ff_out_n[6]
);
assign out = {ff_out[6], ff_out[5], ff_out[4], ff_out[3], ff_out[2], ff_out[1], ff_out[0]};
endmodule 
module JKFlipFlop(
	input CLK,
	input J,
	input K,
	input rst,
	output reg Q,
	output reg Q_n
);
always @(posedge CLK or posedge rst) begin
	if (rst) begin
		Q <= 1'b0;		
		Q_n <= 1'b1;
	end
	else begin
		if (!J && K) begin
			Q <= 1'b0;
			Q_n <= 1'b1;
		end
		else if (J && !K) begin
			Q <= 1'b1;
			Q_n <= 1'b0;
		end
		else if (J && K) begin
			Q <= ~Q;	
			Q_n <= ~Q_n;
		end
	end
end
endmodule 
module Mux(
	input [1:0] in,
	input sel,
	output out
);
assign out = in[sel];
endmodule 
module SevenSegEncoder(
	input [6:0] stopwatch_unit_mins,
	input [5:0] stopwatch_unit_secs,
	input [6:0] stopwatch_unit_decs,
	output [7:0] hex_10_mins,
	output [7:0] hex_1_min,
	output [7:0] hex_10_secs,
	output [7:0] hex_1_sec,
	output [7:0] hex_hundredths,
	output [7:0] hex_tenths
);
wire [35:0] BCD_out;
BCDEncoder BCD_mins(
	{1'd0, stopwatch_unit_mins},
	BCD_out[11:0]
);
BCDEncoder BCD_secs(
	{2'd0, stopwatch_unit_secs},
	BCD_out[23:12]
);
BCDEncoder BCD_decs(
	{1'd0, stopwatch_unit_decs},
	BCD_out[35:24]
);
BCDToSevenSeg SevenSeg_1_min(
	BCD_out[3:0],
	1'b0,	
	hex_1_min
);
BCDToSevenSeg SevenSeg_10_min(
	BCD_out[7:4],
	1'b1,	
	hex_10_mins
);
BCDToSevenSeg SevenSeg_1_sec(
	BCD_out[15:12],
	1'b0,	
	hex_1_sec
);
BCDToSevenSeg SevenSeg_10_sec(
	BCD_out[19:16],
	1'b1,	
	hex_10_secs
);
BCDToSevenSeg SevenSeg_tenths(
	BCD_out[27:24],
	1'b1,	
	hex_tenths
);
BCDToSevenSeg SevenSeg_hundredths(
	BCD_out[31:28],
	1'b1,	
	hex_hundredths
);
endmodule
module Stopwatch(
	input CLK_50,
	input reset_n,
	input start_stop,
	input hold,
	output [7:0] ten_mins_seven_seg,
	output [7:0] one_min_seven_seg,
	output [7:0] ten_secs_seven_seg,
	output [7:0] one_sec_seven_seg,
	output [7:0] tenths_seven_seg,
	output [7:0] hundredths_seven_seg,
	output overflow_flag
);
wire CLK_100Hz;
wire [6:0] stopwatch_unit_mins;
wire [5:0] stopwatch_unit_secs;
wire [6:0] stopwatch_unit_decs;
ClockDivider50MHzTo100Hz CLKDivider(
	CLK_50,
	reset_n,
	CLK_100Hz
);
wire overflow;
StopwatchLogic SWLogic(
	CLK_100Hz,
	reset_n,
	start_stop,
	hold,
	stopwatch_unit_mins,
	stopwatch_unit_secs,
	stopwatch_unit_decs,
	overflow
);
assign overflow_flag = ~overflow;
SevenSegEncoder SevenSeg(
	stopwatch_unit_mins,
	stopwatch_unit_secs,
	stopwatch_unit_decs,
	ten_mins_seven_seg,
	one_min_seven_seg,
	ten_secs_seven_seg,
	one_sec_seven_seg,
	tenths_seven_seg,
	hundredths_seven_seg
);
endmodule
module StopwatchLogic(
	input CLK_100Hz,
	input reset_n,
	input start_stop,
	input hold,
	output [6:0] stopwatch_unit_mins,
	output [5:0] stopwatch_unit_secs,
	output [6:0] stopwatch_unit_decs,
	output reg stopwatch_overflow
);
wire start_stop_sel;
JKFlipFlop start_stop_reg(
	~start_stop,
	1'b1,
	1'b1,
	~reset_n,
	start_stop_sel
);
wire [1:0] CLK;
Mux CLK_start_stop(
	{CLK_100Hz, 1'b0},
	start_stop_sel,
	CLK[0]
);
Mux hold_sel(
	{CLK[0], 1'b0},
	hold,
	CLK[1]
);
wire [6:0] DecsCounterOut;
wire [5:0] SecsCounterOut;
wire [6:0] MinsCounterOut;
wire [2:0] rst_n;
Counter99 DecsCounter(
	CLK[1],
	rst_n[0],
	DecsCounterOut
);
assign stopwatch_unit_decs = DecsCounterOut;
wire max_val_decs = DecsCounterOut[6] & DecsCounterOut[5] & DecsCounterOut[2];
Mux rst_mux_decs(
	{~max_val_decs, 1'b0},
	reset_n,
	rst_n[0]
);
Counter59 SecsCounter(
	max_val_decs,
	rst_n[1],
	SecsCounterOut
);
assign stopwatch_unit_secs = SecsCounterOut;
wire max_val_secs = SecsCounterOut[5] & SecsCounterOut[4] & SecsCounterOut[3] & SecsCounterOut[2];
Mux rst_mux_secs(
	{~max_val_secs, 1'b0},
	reset_n,
	rst_n[1]
);
Counter99 MinsCounter(
	max_val_secs,
	rst_n[2],
	MinsCounterOut
);
assign stopwatch_unit_mins = MinsCounterOut;
wire max_val_mins = MinsCounterOut[6] & MinsCounterOut[5] & MinsCounterOut[2];
Mux rst_mux_mins(
	{~max_val_mins, 1'b0},
	reset_n,
	rst_n[2]
);
wire overflow;
JKFlipFlop overflow_reg(
	max_val_mins,
	1'b1,
	1'b0,
	~reset_n,
	overflow
);
always @(overflow) begin
	stopwatch_overflow <= overflow;
end
endmodule
$ cat run.sh
#!/bin/bash
# OpenROAD 26Q1-2900-gdf79404cd8, Yosys 0.63+post, stock flow scripts
make -C /OpenROAD-flow-scripts/flow DESIGN_CONFIG=/design/flow/config.mk WORK_HOME=/design/flow/orfs finish
$ cat config.mk
export PLATFORM = sky130hd
export DESIGN_NAME = Stopwatch
export DESIGN_NICKNAME = Stopwatch
export VERILOG_FILES = /design/flow/design.v
export SDC_FILE = /design/flow/constraint.sdc
export NUM_CORES = 4
export LEC_CHECK = 1
export CORE_UTILIZATION = 50
$ cat constraint.sdc
current_design Stopwatch

set clk_period 1.0
set clk_io_pct 0.2

create_clock -name clk0 -period $clk_period [get_ports {CLK_50}]

set non_clock_inputs [all_inputs -no_clocks]
set_input_delay [expr $clk_period * $clk_io_pct] -clock clk0 $non_clock_inputs
set_output_delay [expr $clk_period * $clk_io_pct] -clock clk0 [all_outputs]
==> run summary <==
Site row count = 36
Main synth FF type = dfrtp_1
Worst slew pin tran = 0.839 ns
Syn Area/Cell = 8.24 sq um
Crit Path Class = reg -> reg
Drc violations = 0
First-pass GRT wire length = 18100 um
CP Cell Sequence = and4_4 > nand4_1 > nor2_2 > and2_4 > and3_4 > and3_4 > nand4_1 > xnor2_1
Share of cells above drive strength 1 = 15.5%
Fin crit share = 191%
Slowest stage cell, crit path = dfrtp_1
Worst skew pair latency = 0.26 ns
Register pins left without a clock = 39
Max Freq = 0.522 GHz
Gr ovfl total = 0
Pins Over Slew Limit = 0
Finished Layout Cells = 811
Routed length on met1 = 5710 um
Distinct lib cells = 84
Yosys warns = 14
Detailed Routing Iterations Pass 1 = 5
Clock Path Buffers = 2
Mapped cell area = 5040 sq um
# diodes = 0
Init Core Util = 51.6%
Placed insts = 797
Maximum vdd drop = 0.00108 V
Overall routing resource usage = 21.6%
MaxCap Viol Count = 0
Chip area = 10500 sq um
CP max FO = 5
Metal3 WL = 532 um
Initial antenna violation count = 0
Endpoints left unconstrained = 81
Syn Inst Count = 612
Most instantiated logic cell after routing = inv_1
Final Hold Viols = 0
CTS tree = yes
Leakage Power = 2.60 nW
Area leader share = 19.9%
Final worst slack = -0.914 ns
H-tree levels = 1
Crit path DRT = 1.15 ns
Vias in the first global route = 3874
Setup WS pre-CTS = -0.754 ns
# IOs = 53
DR WL/cell = 13.6 um
Clock Skew = 0.00810 ns
Die Wd = 102 um
Unrepaired setup endpoints after global routing = true
Tool warnings = 51
Pin count of the biggest net entering global routing = 16
Rel. slew slack = 43.7%
Slowest stage delay, CP = 0.36 ns
Post-DP HPWL = 8130 um
P per Cell Area = 249 nW/um^2
Syn-to-layout area delta = 20.0%
Area leader, netlist = dfrtp_1
Ys cells = 612
Final worst path period need = 1.91 ns
Die Ht = 102 um
Hold Path Class = in -> async
Crit. End Element = register
Outcome = finished with violations
Top Layout Cells = 58 x inv_1, 46 x clkdlybuf4s50_1, 45 x nand2_1, 45 x nor2_1, 40 x dfrtp_1
Startpoint types = register
Seq/Total Area, Yosys = 29.6%
Vias = 4544
Met2 wire len = 4760 um
Final wirelength = 11000 um
Worst path top cell family by delay = simple AND/OR/NAND/NOR gates
Drt initial violations = 155
CP Data Arrival Time = 2.06 ns
Core box area = 9770 sq um
Top sig layer = met4
Setup violations, final = 15
Fraction of registers with async set/reset = 98.3%
GP Congestion = 0.900
Worst-path clk slew = 0.07 ns
Antenna viol nets, final = 0
Via/cell ratio = 5.60
WP buf/inv = 0
IO buf count = 46
Synthesized flop and latch total = 59
EDFF count, synth = 0
Violated checks = negative setup slack
Num CTS Buffers = 3
Yosys stat area = 5040 sq um
CTS Root Cell = clkbuf_8
Post-synth area hogs = dfrtp_1 20%, dfstp_2 8.9%, ha_1 7.4%, xnor2_1 4.5%, inv_1 4.3%
==> path summary, 6_finish.rpt <==
path / depth (start not counted) / slack, ns / endpoint / from
setup / recovery: 8 / -0.91 / CLKDivider.counter.ff16.Q / CLKDivider.counter.ff3.Q
hold / removal: 2 / 0.28 / CLKDivider.ff.Q / reset_n
setup reg to reg: 8 / -0.91 / CLKDivider.counter.ff16.Q / CLKDivider.counter.ff3.Q
hold reg to reg: 1 / 0.47 / CLKDivider.ff.Q / CLKDivider.ff.Q
max in group asynchronous: 5 / 0.05 / CLKDivider.counter.ff15.Q / CLKDivider.counter.ff14.Q
min in group clk0: 1 / 0.47 / CLKDivider.ff.Q / CLKDivider.ff.Q
==> cell type report <==
type	count	area (sq um)
fillers	829	3730
inverters	61	229
multi-input cells	466	3300
well taps	133	166
repair buffers	88	810
clock buffers	4	55.1
flip-flops and latches	59	1490
==> worst reg2reg max path: stages, from the launching register on <==
cell and delay, ns:
dfrtp_1 0.36, and4_4 0.24, nand4_1 0.20, nor2_2 0.22
and2_4 0.17, and3_4 0.18, and3_4 0.21, nand4_1 0.10
xnor2_1 0.13
==> where the power goes <==
part	leakage, nW	internal (mW)	switching, mW
clock	0.0288	0.350	0.249
sequential	0.760	0.815	0
combinational	1.81	0.0376	0.0534
==> cell usage after synthesis, drive strengths merged, types with 4 or more instances <==
cell     count
inv         59
nand2       48
nor2        48
dfrtp       40
a21oi       37
o21ai       36
ha          30
xnor2       27
clkbuf      20
dfstp       17
nand3       16
xor2        12
buf         11
nor3        11
nor2b       10
a21o         9
a31oi        9
nand2b       9
a211oi       8
and2         8
mux2i        7
nand4        7
nor4         7
o221ai       7
a211o        6
and3         6
and4         6
o22ai        6
or2          6
or3          6
a2111oi      5
a32oi        5
o211ai       5
a2bb2oi      4
nor3b        4
==> through the flow <==
| step | area, sq um | total power [mW] | hold WS, ns | util, % | TNS (ns) |
|---|---|---|---|---|---|
| after global routing | 6050 | 1.56 | 0.293 | 61.9 | -10.64 |
| after floorplan | 5070 | 0.883 | -0.0956 | - | -23.23 |
| after detailed placement | 5790 | 0.914 | 0.457 | 59.2 | -7.25 |
| final | 6050 | 1.50 | 0.284 | 61.9 | -9.69 |
| after CTS | 5950 | 1.52 | 0.283 | 60.9 | -5.71 |
| after global placement | 5790 | 0.913 | 0.463 | 59.2 | -6.93 |
==> kinds of logic after synthesis <==
family | Yosys count | share of synthesized area [%]
compound gates | 179 | 25.3
xor+xnor | 39 | 7.22
fa+ha+maj | 30 | 7.45
buf+inv | 92 | 7.47
flops | 59 | 29.6
mux | 10 | 2.06
other cells | 2 | 0.149
simple gates | 201 | 20.7
==> timing repair <==
action | 4_1_cts | 5_1_grt
setup endpoints to repair | 32 | 33
gates resized | 17 | 17
gates cloned | 1 | 0
hold buffers | 0 | 0
buffers inserted | 27 | 7
pin swaps | 16 | 5
==> layer usage <==
metal,GRT usage [%],vias to the layer above
li1,-,2323
met1,37.2,2082
met2,32.6,137
met3,1.53,2
met4,0.330,0
met5,0,-
Power figures rest on the tool's default switching activity, not on a simulated workload.
